$ cat design/flow/run.sh
#!/bin/bash
# OpenROAD 26Q1-2900-gdf79404cd8, Yosys 0.63+post, stock flow scripts
make -C /OpenROAD-flow-scripts/flow DESIGN_CONFIG=/design/flow/config.mk WORK_HOME=/design/flow/orfs finish
$ cat design/flow/config.mk
export PLATFORM = sky130hd
export DESIGN_NAME = fmul_norm
export DESIGN_NICKNAME = fmul_norm
export VERILOG_FILES = /design/flow/design.v
export SDC_FILE = /design/flow/constraint.sdc
export NUM_CORES = 4
export LEC_CHECK = 1
export CORE_UTILIZATION = 30
$ cat design/flow/constraint.sdc
current_design fmul_norm

set clk_period 51.1
set clk_io_pct 0.2

create_clock -name clk0 -period $clk_period

set non_clock_inputs [all_inputs -no_clocks]
set_input_delay [expr $clk_period * $clk_io_pct] -clock clk0 $non_clock_inputs
set_output_delay [expr $clk_period * $clk_io_pct] -clock clk0 [all_outputs]
$ cat design/flow/design.v
module fmul_norm (rm,sign,exp10,is_nan,is_inf,inf_nan_frac,z,s);
    input [47:0] z;
    input [22:0] inf_nan_frac;
    input [9:0] exp10;
    input [1:0] rm;
    input sign;
    input is_nan;
    input is_inf;
    output [31:0] s;
    wire [46:0] z5,z4,z3,z2,z1,z0;
    wire zero5,zero4,zero3,zero2,zero1,zero0;
    wire [5:0] zeros = {zero5,zero4,zero3,zero2,zero1,zero0};
    assign zero5 = ~|z[46:15];   
    assign z5 = zero5? {z[14:0], 32'b0} : z[46:0];
    assign zero4 = ~|z5[46:31];  
    assign z4 = zero4? {z5[30:0], 16'b0} : z5;
    assign zero3 = ~|z4[46:39];  
    assign z3 = zero3? {z4[38:0], 8'b0} : z4;
    assign zero2 = ~|z3[46:43];  
    assign z2 = zero2? {z3[42:0], 4'b0} : z3;
    assign zero1 = ~|z2[46:45];  
    assign z1 = zero1? {z2[44:0], 2'b0} : z2;
    assign zero0 = ~z1[46];      
    assign z0 = zero0? {z1[45:0], 1'b0} : z1;
    reg [46:0] frac0;
    reg [9:0] exp0;
    always @ * begin
        if (z[47]) begin
            exp0 = exp10 + 10'h1;
            frac0 = z[47:1];
        end else begin
            if (!exp10[9] && (exp10[8:0]>{3'b0,zeros}) && z0[46]) begin
                exp0 = exp10 - {4'b0,zeros};
				frac0 = z0;
            end else begin 
                exp0 = 0;
                if (!exp10[9] && (exp10 != 0))
                    frac0 = z[46:0] << (exp10 - 10'h1);
                else frac0 = z[46:0] >> (10'h1 - exp10);
            end
        end
    end
    wire [26:0] frac = {frac0[46:21],|frac0[20:0]};
	wire frac_plus_1 = 
		~rm[1] & ~rm[0] & frac0[2] & (frac0[1] | frac0[0]) |
		~rm[1] & ~rm[0] & frac0[2] & ~frac0[1] & ~frac0[0] & frac0[3] |
		~rm[1] & rm[0] & (frac0[2] | frac0[1] | frac0[0]) & sign |
		rm[1] & ~rm[0] & (frac0[2] | frac0[1] | frac0[0]) & ~sign;
	wire [24:0] frac_round = {1'b0,frac[26:3]} + {24'h0,frac_plus_1};
	wire [9:0] exp1 = frac_round[24]? exp0+10'h1 : exp0;
	wire overflow = (exp0>=10'h0ff) | (exp1>=10'h0ff);
	assign s = final_result(overflow,rm,sign,is_inf,is_nan,
		exp1[7:0],frac_round[22:0],inf_nan_frac);
	function [31:0] final_result;
		input overflow;
		input [1:0] rm;
		input sign,s_is_inf,s_is_nan;
		input [7:0] exponent;
		input [22:0] fraction,inf_nan_frac;
		casex ({overflow,rm,sign,s_is_nan,s_is_inf})
			6'b1_00_x_0_x : final_result = {sign,8'hff,23'h000000};		 
			6'b1_01_0_0_x : final_result = {sign,8'hfe,23'h7fffff};		 
			6'b1_01_1_0_x : final_result = {sign,8'hff,23'h000000};		 
			6'b1_10_0_0_x : final_result = {sign,8'hff,23'h000000};		 
			6'b1_10_1_0_x : final_result = {sign,8'hfe,23'h7fffff};		 
			6'b1_11_x_0_x : final_result = {sign,8'hfe,23'h7fffff};		 
			6'b0_xx_x_0_0 : final_result = {sign,exponent,fraction};	 
			6'bx_xx_x_1_x : final_result = {1'b1,8'hff,inf_nan_frac};	 
			6'bx_xx_x_0_x : final_result = {sign,8'hff,inf_nan_frac};	 
			default       : final_result = {sign,8'h00,23'h000000};		 
		endcase
	endfunction
endmodule
==> notes.md <==
Main metrics from the flow reports.

The distinct cell type count after synthesis came out at 102. The flip-flop and latch area came out at 0 um^2. The xor-xnor portion of the synthesized cell area is 0.0425. The end point of the critical path is s[0]. The peak ir drop on the vdd network is 0.00000603 V. The critical path in this run is classified as input pin to output pin.

Of the combinational cells, the family taking the most area is AND-OR/OR-AND gates. The area of the die came out at 0.0351 mm^2. The number of stages on the worst setup path is 37. The number of antenna violations at the first check in global routing came to 0. The synthesized chip area reported by yosys came out at 0.0103 mm^2. In the global route stage, overall resource usage came out at 0.295.

After global routing the overflow that remains totals 0. Setup repair after global routing left no endpoint under its margin. The post-layout period usage of the worst path is 0.605. In this run, the synthesized area fraction spent on adder and majority cells is recorded as 0.0189. The number of hold-slack violations in the final timing report came out at 0. The floorplan-stage core utilization is 0.306. For this run the detailed placement stage logged an HPWL of 39.7 mm. The area fraction in compound gates after synthesis came out at 0.330. Per STA, the highest per-stage delay on the worst path measures 780 ps. The power report attributes to the sequential group a share of 0. The number of I/O pins is 118. The first global-routing pass estimated 76.8 mm of wire. The cell count listed in synth_stat.txt is 1439. According to the floorplan report, the die width is 187 um.

The clock share of power came out at 0. The stage-log warning count came out at 35. After detailed routing, the average wire length per cell comes to 27.5 um. Counting every instance in the synthesized netlist gives 1439. In this run the worst setup path begins at z[44]. The power density normalized to cell area is 11.6 mW/mm^2. The element type at the critical path end is an output pin. Pins over their slew limit in the final report were tallied at 0. Checking hold timing, the worst path is listed with class input pin to output pin.

The number of placed instances with taps included is 1886. The signal arrival time at the worst endpoint is 20700 ps. Routability-driven placement finished with a final weighted congestion of 1.08.

The number of buffers and inverters on the critical path is 6. The most common logic cell in the final layout is nand2_1. Across the run, the number of max-cap violations was 0. After detailed routing, the number of remaining DRC violations is 0.

The script computed the net switching share of total power as 0.604. The number of antenna diodes came out at 0. The reported net switching power came out at 82.0 uW.

The via count of the first global-routing pass came to 11393. The floorplan die height is 187 um. After the flow finishes, the layout carries non-filler instances totaling 1886. In the power breakdown, the internal column shows 53.7 uW. The number of post-CTS setup repair buffers came out at 0.

In this run, the number of DRC markers left after iteration 0 of detailed routing was 1290. The combinational share of power came out at 1.000. STA lists the maximum fanout along the critical path as 33. The leakage power figure is 0.00407 uW. The count of antenna-violating nets left after detailed routing is 0. The data required time at the worst endpoint came out at 40880 ps. The end-of-flow timing check tallies setup violations at 0.

The via density per instance is 6.60. The total of clock buffers placed in the layout came out at 0. STA classifies the critical path startpoint as an input pin. The share of final-layout standard cells stronger than drive strength 1 is 0.131. For this design, the CTS-stage hold fixing added 0 buffers. The placeable core region is 0.0337 mm^2. The post-route setup TNS is 0 ps. The final sequential cell count came out at 0. The via count came out at 12447. The total of buffers placed on input and output ports came out at 118. The upper clock frequency limit is 32.3 MHz. The total wire length is 51.8 mm. The flow ran to the end, and the final reports show no timing, DRC or antenna violations. The area fraction in mux cells is 0.279. By instance count, the cell type seen most on the critical path is o21ai_0. Among cell families on the critical path, the largest total delay comes from AND-OR/OR-AND gates.

For this design, the slowest cell found on the critical path is clkdlybuf4s50_1. The synthesis-to-layout area growth came out at 13.4%. After floorplanning, the core was divided into 67 placement rows.

The cell area after synthesis came out at 0.0103 mm^2. The first detailed-routing pass ran for 6 iterations. The max-slew headroom at the worst pin came out at 0.300.

The shortest period the worst path allows came out at 30920 ps. Leaving out fill and tap cells, the most frequent cells in the layout are nand2_1 (164), nor2_1 (115), clkdlybuf4s50_1 (115), mux2i_1 (109), a21oi_1 (94). The synthesized area per cell is 7.16 um^2.

After clock tree synthesis, the repair step resized 0 gates. The overall power consumption came out at 136 uW. The transition time at the pin with the least slew margin came out at 1040 ps. Per Yosys stat, the portion of area used by sequential elements is 0.

Entering global routing, the biggest net connects 59 pins. The basic-gate share of the synthesized area counting and, or, nand and nor cells is 0.243. Counting the warning lines in the Yosys log gives 1.
## area by class of cell
cell class | instances | area [um^2]
Tap cell | 448 | 561
Multi-Input combinational cell | 1238 | 9470
Inverter | 37 | 141
Timing Repair Buffer | 163 | 1510
Fill cell | 3628 | 22000
## layer usage
| metal | wire length [um] | vias to the layer above | GRT usage |
|---|---|---|---|
| met5 | 0 | - | 0 |
| met4 | 2160 | 0 | 0.0949 |
| met3 | 5250 | 121 | 0.0611 |
| met2 | 21300 | 773 | 0.419 |
| met1 | 23200 | 5977 | 0.448 |
| li1 | - | 5576 | - |
## how the worst min path moves through the flow
| stage | cells past startpoint | startpoint | endpoint |
|---|---|---|---|
| finish | 3 | inf_nan_frac[3] | s[3] |
| global route | 3 | inf_nan_frac[3] | s[3] |
| CTS | 3 | inf_nan_frac[3] | s[3] |
## cells in the mapped netlist, types with 15 or more instances
cell type / count / area, um^2
and3_1: 15 / 93.8
nor4_1: 15 / 93.8
clkbuf_1: 94 / 353
buf_2: 41 / 205
xor2_1: 20 / 175
o211ai_1: 36 / 270
a211oi_1: 21 / 158
and2_1: 16 / 100
inv_1: 31 / 116
nand3_1: 40 / 200
mux2_2: 25 / 282
xnor2_1: 30 / 263
mux4_2: 66 / 1490
nor2_1: 115 / 432
nor3_1: 43 / 215
o21ai_0: 88 / 440
a221o_1: 29 / 290
nand2_1: 164 / 616
a21oi_1: 94 / 470
mux2i_1: 109 / 1090
a22oi_1: 15 / 113
a31oi_1: 16 / 100
## power groups by stage
stage | Clock [uW] | Combinational, uW | Sequential, uW
after CTS | 0 | 132 | 0
final | 0 | 136 | 0
after global routing | 0 | 144 | 0
## per-stage QoR
step | hold WS, ps | cell area [um^2] | setup WS, ps | utilization
final | 21470 | 11700 | 20180 | 0.347
after global placement | 21460 | 11700 | 20690 | 0.347
after detailed placement | 21470 | 11700 | 20390 | 0.347
after CTS | 21470 | 11700 | 20390 | 0.347
after floorplan | 20500 | 10300 | 23360 | -
after global routing | 21490 | 11700 | 19480 | 0.347
## cell families (layout without fill, tap and decap cells)
logic type | count (synthesis) | count (layout)
mux | 201 | 201
compound gates | 479 | 479
xor+xnor | 50 | 50
simple gates | 493 | 493
buf+inv | 201 | 200
fa+ha+maj | 15 | 15
Power figures rest on the tool's default switching activity, not on a simulated workload.
