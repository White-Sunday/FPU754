[design/flow/design.v]
module fadder (a, b, sub, rm, s);	 
	input [31:0] a;		 
	input [31:0] b;		 
	input sub;		 
	input [1:0] rm;		 
	output [31:0] s;	 
	wire exchange = ({1'b0, b[30:0]} > {1'b0, a[30:0]});	 
	wire [31:0] fp_large = exchange? b : a;
	wire [31:0] fp_small = exchange? a : b;
	wire fp_large_hidden_bit = |fp_large[30:23];
	wire fp_small_hidden_bit = |fp_small[30:23];
	wire [23:0] large_frac24 = {fp_large_hidden_bit, fp_large[22:0]};	 
	wire [23:0] small_frac24 = {fp_small_hidden_bit, fp_small[22:0]};
	wire [7:0] temp_exp = fp_large[30:23];
	wire sign = exchange? sub ^ b[31] : a[31];	 
	wire op_sub = sub ^ fp_large[31] ^ fp_small[31];
	wire fp_large_expo_is_ff = &fp_large[30:23];	 
	wire fp_small_expo_is_ff = &fp_small[30:23];
	wire fp_large_frac_is_00 = ~|fp_large[22:0];	 
	wire fp_small_frac_is_00 = ~|fp_small[22:0];
	wire fp_large_is_inf = fp_large_expo_is_ff & fp_large_frac_is_00;
	wire fp_small_is_inf = fp_small_expo_is_ff & fp_small_frac_is_00;
	wire fp_large_is_nan = fp_large_expo_is_ff & ~fp_large_frac_is_00;
	wire fp_small_is_nan = fp_small_expo_is_ff & ~fp_small_frac_is_00;
	wire s_is_inf = fp_large_is_inf | fp_small_is_inf;
	wire s_is_nan = fp_large_is_nan | fp_small_is_nan | ((sub ^ fp_small[31] ^ fp_large[31]) & fp_large_is_inf & fp_small_is_inf);
	wire [22:0] nan_frac = ({1'b0,a[22:0]}>{1'b0,b[22:0]})? {1'b1,a[21:0]} : {1'b1,b[21:0]};	 
	wire [22:0] inf_nan_frac = s_is_nan? nan_frac : 23'h0;
	wire [7:0] exp_diff = fp_large[30:23] - fp_small[30:23];		 
	wire small_den_only = (fp_large[30:23] != 0) & (fp_small[30:23] == 0);	 
	wire [7:0] shift_amount = small_den_only? exp_diff - 8'h1 : exp_diff;	 
	wire [49:0] small_frac50 = (shift_amount >= 26)? {26'h0,small_frac24} : {small_frac24,26'h0}>>shift_amount;
	wire [26:0] small_frac27 = {small_frac50[49:24], |small_frac50[23:0]};
	wire [27:0] aligned_large_frac = {1'b0,large_frac24, 3'b000};
	wire [27:0] aligned_small_frac = {1'b0,small_frac27};
	wire [27:0] cal_frac = op_sub? aligned_large_frac - aligned_small_frac : aligned_large_frac + aligned_small_frac;
	wire [26:0] f4,f3,f2,f1,f0;
	wire zeros4,zeros3,zeros2,zeros1,zeros0;		 
	assign zeros4 = ~|cal_frac[26:11];		 
	assign f4 = zeros4? {cal_frac[10:0],16'b0} : cal_frac[26:0];
	assign zeros3 = ~|f4[26:19];			 
	assign f3 = zeros3? {f4[18:0],8'b0} : f4;
	assign zeros2 = ~|f3[26:23];			 
	assign f2 = zeros2? {f3[22:0],4'b0} : f3;
	assign zeros1 = ~|f2[26:25];			 
	assign f1 = zeros1? {f2[24:0],2'b0} : f2;
	assign zeros0 = ~f1[26];			 
	assign f0 = zeros0? {f1[25:0],1'b0} : f1;
	wire [4:0] zeros = {zeros4,zeros3,zeros2,zeros1,zeros0};
	reg [7:0] exp0;
	reg [26:0] frac0;
	always @ * begin
		if(cal_frac[27]) begin		 
			frac0 = cal_frac[27:1];	 
			exp0 = temp_exp + 8'h1;
		end 
		else begin
			if((temp_exp > {3'b0,zeros}) && (f0[26])) begin	 
				exp0 = temp_exp - {3'b0,zeros};
				frac0 = f0;				 
			end
			else begin					 
				exp0 = 0;
				if(temp_exp != 0)			 
					frac0 = cal_frac[26:0] << (temp_exp-8'h1);	 
				else 					 
					frac0 = cal_frac[26:0];
			end
		end
	end
	wire frac_plus_1 =
		~rm[1] & ~rm[0] & frac0[2] & (frac0[1] | frac0[0])|
		~rm[1] & ~rm[0] & frac0[2] & ~frac0[1] & ~frac0[0] & frac0[3]|
		~rm[1] & rm[0] & (frac0[2] | frac0[1] | frac0[0]) & sign|
		rm[1] & ~rm[0] & (frac0[2] | frac0[1] | frac0[0]) & ~sign;
	wire [24:0] frac_round = {1'b0,frac0[26:3]} + {24'b0,frac_plus_1};
	wire [7:0] exponent = frac_round[24]? exp0 + 8'h1 : exp0;
	wire overflow = &exp0 | &exponent;
	assign s = final_result(overflow,rm,sign,s_is_nan,s_is_inf,exponent,frac_round[22:0],inf_nan_frac);
	function [31:0] final_result;
		input overflow;
		input [1:0] rm;
		input sign;
		input is_nan;
		input is_inf;
		input [7:0] exponent;
		input [22:0] fraction, inf_nan_frac;
		casex ({overflow,rm,sign,s_is_nan,s_is_inf})
			6'b1_00_x_0_x : final_result = {sign,8'hff,23'h000000};		 
			6'b1_01_0_0_x : final_result = {sign,8'hfe,23'h7fffff};		 
			6'b1_01_1_0_x : final_result = {sign,8'hff,23'h000000};		 
			6'b1_10_0_0_x : final_result = {sign,8'hff,23'h000000}; 	 
			6'b1_10_1_0_x : final_result = {sign,8'hfe,23'h7fffff};		 
			6'b1_11_x_0_x : final_result = {sign,8'hfe,23'h7fffff}; 	 
			6'b0_xx_x_0_0 : final_result = {sign,exponent,fraction};	 
			6'bx_xx_x_1_x : final_result = {1'b1,8'hff,inf_nan_frac};	 
			6'bx_xx_x_0_1 : final_result = {sign,8'hff,inf_nan_frac};	 
			default       : final_result = {sign,8'h00,23'h000000};		 
		endcase
	endfunction
endmodule
[design/flow/run.sh]
#!/bin/bash
# OpenROAD 26Q1-2900-gdf79404cd8, Yosys 0.63+post, stock flow scripts
make -C /OpenROAD-flow-scripts/flow DESIGN_CONFIG=/design/flow/config.mk WORK_HOME=/design/flow/orfs finish
[design/flow/config.mk]
export PLATFORM = sky130hd
export DESIGN_NAME = fadder
export DESIGN_NICKNAME = fadder
export VERILOG_FILES = /design/flow/design.v
export SDC_FILE = /design/flow/constraint.sdc
export NUM_CORES = 4
export LEC_CHECK = 1
export CORE_UTILIZATION = 40
[design/flow/constraint.sdc]
current_design fadder

set clk_period 63.2
set clk_io_pct 0.2

create_clock -name clk0 -period $clk_period

set non_clock_inputs [all_inputs -no_clocks]
set_input_delay [expr $clk_period * $clk_io_pct] -clock clk0 $non_clock_inputs
set_output_delay [expr $clk_period * $clk_io_pct] -clock clk0 [all_outputs]
==> flow_summary.yaml <==
# yosys + openroad results
critical_path:
  required_ps: 50560
  cpPeakStageDelay_ps: 1020
  path_max_fanout: 37
  crit_type: "in -> out"
  cp_data_arrival_time_ps: 34730
  critPathLaunch: "a[18]"
  cp-start-kind: "input port"
  cp_common_cell: "a21oi_1"
  slowest_stage: "xnor2_1"
  end_kind: "output pin"
synthesis:
  postSynthCellCount: 2507
  syn_avg_cell_area_sq_um: 6.52
  ys_types: 113
  synth_area_sq_um: 16400
  ys_cells: 2507
  yosysWarnings: 1
  yosysSeqAreaShare_pct: 0
  ys_area_sq_um: 16400
timing:
  min_period_over_period_pct: 75.0
  tns_ps: 0
  setup_viol: 0
  tightest_slew_ps: 1310
  fmax_mhz: 21.1
  fin_crit_ps: 47370
  hold_violations: 0
  slew_violations: 0
  rsz0062_at_grt: "false"
  slew_headroom_pct: 12.0
floorplanning:
  die_w_microns: 204
  die_h_microns: 204
  rows: 73
  core-area_sq_um: 40000
  ios: 99
  fp_util_pct: 40.9
  die-area_sq_um: 41700
job:
  warning_count: 81
  cap_violations: 0
detailed_routing:
  wl_per_cell_microns: 29.5
  drc: 0
  drtIter0Drc: 2591
  dr_total_vias: 21400
  via_per_inst: 7.03
  wl_microns: 89600
  antenna_cells: 0
  first_pass_iters: 6
  ant_nets: 0
global_routing:
  overflow: 0
  grt_pass1_wl_microns: 132000
  grt_pass1_vias: 19400
  grt_max_degree: 67
  antenna_found_initial: 0
  track_usage_pct: 43.0
clock_tree:
  post-cts-setup-buffers: 0
  postCtsHoldBufs: 0
  cts_resized: 0
power_and_ir_drop:
  seqPwrFrac_pct: 0
  internal-power_mw: 0.209
  power.leakage_nw: 7.26
  power.share.switching_pct: 64.7
  ir_drop_uv: 27.2
  pwr-share-clk_pct: 0
  switchingPower_mw: 0.383
  powerDensity_nw_per_um2: 32.9
  combinationalPowerShare_pct: 100.0
  p_total_mw: 0.592
placement:
  io_buffers: 99
  dpl.hpwl_microns: 71100
  gp_congestion: 1.06
outcome:
  status: "completed"
min_path:
  worstHoldEndpoint: "s[0]"
  min_from: "rm[1]"
  hp-class: "in -> out"
  holdPathStages: 6
cells_and_area:
  seq_area_sq_um: 0
  flops: 0
  area_growth_pct: 10.0
  n_clock_buffer: 0
  drive_gt1_share_pct: 9.02
  fillCellCount: 4200
## worst max-delay path, delay by kind of cell
kind	cells	cell delay, ps
xor+xnor	1	1020
buf+inv	9	3910
fa+ha+maj	8	2860
compound gates	37	9120
simple gates	15	4930
mux	2	190
## cell usage in the layout, fill, tap and decap left out, types with 36 or more instances in the layout
cell type / n
a211oi_1: 38
a21o_1: 41
a21oi_1: 187
a221o_1: 39
a31oi_1: 36
buf_4: 95
clkdlybuf4s50_1: 99
ha_1: 115
inv_1: 120
mux2i_1: 117
nand2_1: 282
nand3_1: 92
nand4_1: 36
nor2_1: 218
nor3_1: 65
nor4_1: 37
o21ai_0: 191
xnor2_1: 43
## power by group through the flow
| stage | Combinational, mW | Sequential, mW | Clock [mW] |
|---|---|---|---|
| final | 0.592 | 0 | 0 |
| after global routing | 0.619 | 0 | 0 |
| after CTS | 0.565 | 0 | 0 |
## stage by stage
step / hold WS (ps) / area, sq um / setup WS (ps) / instances / utilization [%]
after CTS: 26790 / 18000 / 16670 / 3043 / 45.0
after floorplan: 25380 / 16400 / 21510 / 2507 / -
final: 26820 / 18000 / 15830 / 3043 / 45.0
after global placement: 26810 / 18000 / 16930 / 3043 / 45.0
after global routing: 26890 / 18000 / 14780 / 3043 / 45.0
after detailed placement: 26790 / 18000 / 16810 / 3043 / 45.0
## layout make-up
cell class	instances	area (sq um)	share of cell area, %
tap	525	657	3.65
inverter	130	488	2.71
multi-input combinational	2194	15100	84.2
timing repair buffer	194	1700	9.47
## worst max path at each step
stage     endpoint  depth (start not counted)  slack (ps)
4_1_cts       s[9]                         72       16670
5_1_grt       s[9]                         72       14780
6_report      s[8]                         72       15830
## per-layer routing
metal,vias up,GRT usage (%),part of all wire [%]
met1,10000,62.1,43
met4,0,13.4,3.9
met3,216,16.0,14
met5,-,0.357,0
met2,1549,58.7,39
li1,9579,-,-
## cells in the mapped netlist, drive strengths merged, types with 36 or more instances
| cell type | instances | area, sq um |
|---|---|---|
| a211oi | 41 | 330 |
| nand4 | 36 | 225 |
| a21o | 41 | 308 |
| nor2 | 219 | 825 |
| a221o | 39 | 390 |
| o21ai | 211 | 1100 |
| inv | 125 | 469 |
| clkbuf | 123 | 462 |
| a31oi | 37 | 246 |
| nand3 | 93 | 470 |
| buf | 60 | 344 |
| nand2 | 283 | 1060 |
| mux2i | 118 | 1180 |
| nor4 | 42 | 312 |
| a21oi | 189 | 961 |
| xnor2 | 48 | 435 |
| ha | 116 | 1450 |
| nor3 | 69 | 384 |
## cell families (layout without fill, tap and decap cells)
| family | count (synthesis) | in the layout | synth area share (%) |
|---|---|---|---|
| buffers and inverters | 313 | 324 | 7.91 |
| adder cells (fa/ha/maj) | 118 | 118 | 9.12 |
| multiplexers | 170 | 170 | 12.4 |
| AND-OR/OR-AND | 922 | 922 | 39.2 |
| AND/OR/NAND/NOR | 904 | 904 | 27.0 |
| XOR/XNOR | 80 | 80 | 4.38 |
No activity file was given, so power comes from the tool's default toggle rates.
