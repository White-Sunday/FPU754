[./run.sh]
#!/bin/bash
# OpenROAD 26Q1-2900-gdf79404cd8, Yosys 0.63+post, stock flow scripts
make -C /OpenROAD-flow-scripts/flow DESIGN_CONFIG=/design/flow/config.mk WORK_HOME=/design/flow/orfs finish
[./config.mk]
export PLATFORM = sky130hd
export DESIGN_NAME = fadd_norm
export DESIGN_NICKNAME = fadd_norm
export VERILOG_FILES = /design/flow/design.v
export SDC_FILE = /design/flow/constraint.sdc
export NUM_CORES = 4
export LEC_CHECK = 1
export CORE_UTILIZATION = 40
[./constraint.sdc]
current_design fadd_norm

set clk_period 43.5
set clk_io_pct 0.2

create_clock -name clk0 -period $clk_period

set non_clock_inputs [all_inputs -no_clocks]
set_input_delay [expr $clk_period * $clk_io_pct] -clock clk0 $non_clock_inputs
set_output_delay [expr $clk_period * $clk_io_pct] -clock clk0 [all_outputs]
[./design.v]
module fadd_norm (rm,is_nan,is_inf,inf_nan_frac,sign,temp_exp,cal_frac,s);
	input [1:0] rm;
	input is_nan,is_inf;
	input sign;
	input [22:0] inf_nan_frac;
	input [7:0] temp_exp;
	input [27:0] cal_frac;
	output [31:0] s;
	wire [26:0] f4,f3,f2,f1,f0;
	wire zero4,zero3,zero2,zero1,zero0;
	wire [4:0] zeros = {zero4,zero3,zero2,zero1,zero0};
	assign zero4 = ~|cal_frac[26:11];			 
	assign f4 = zero4? {cal_frac[10:0],16'b0} : cal_frac[26:0];
	assign zero3 = ~|f4[26:19];				 
	assign f3 = zero3? {f4[18:0], 8'b0} : f4;
	assign zero2 = ~|f3[26:23];				 
	assign f2 = zero2? {f3[22:0], 4'b0} : f3;
	assign zero1 = ~|f2[26:25];				 
	assign f1 = zero1? {f2[24:0], 2'b0} : f2;
	assign zero0 = ~f1[26];					 
	assign f0 = zero0? {f1[25:0], 1'b0} : f1;
	reg [26:0] frac0;
	reg [7:0] exp0;
	always @ * begin
		if (cal_frac[27]) begin				 
			frac0 = cal_frac[27:1];			 
			exp0 = temp_exp + 8'h1;
		end else begin
			if ((temp_exp>{3'b0,zeros}) && (f0[26])) begin	 
				frac0 = f0;
				exp0 = temp_exp - {3'b0,zeros};
			end else begin					 
				exp0 = 0;
				if (temp_exp != 0) begin		 
					frac0 = cal_frac[26:0] << (temp_exp - 8'h1);
				end else begin				 
					frac0 = cal_frac[26:0];
				end
			end
		end
	end
	wire frac_plus_1 = 						 
		~rm[1] & ~rm[0] & frac0[2] & (frac0[1] | frac0[0])|	 
		~rm[1] & ~rm[0] & frac0[2] & ~frac0[1] & ~frac0[0] & frac0[3]|	 
		~rm[1] & rm[0] & (frac0[2] | frac0[1] | frac0[0]) & sign|	 
		rm[1] & ~rm[0] & (frac0[2] | frac0[1] | frac0[0]) & ~sign;	 
	wire [24:0] frac_round = {1'b0,frac0[26:3]} + {24'b0,frac_plus_1};
	wire [7:0] exponent = frac_round[24]? exp0+8'h1 : exp0;
	wire overflow = &exp0 | &exponent;
	assign s = final_result(overflow, rm, sign, is_nan, is_inf, exponent, frac_round[22:0], inf_nan_frac);
	function [31:0] final_result;
		input overflow;
		input [1:0] rm;
		input sign, is_nan, is_inf;
		input [7:0] exponent;
		input [22:0] fraction, inf_nan_frac;
		casex ({overflow, rm, sign, is_nan, is_inf})
			6'b1_00_x_0_x : final_result = {sign,8'hff,23'h000000};	 
			6'b1_01_0_0_x : final_result = {sign,8'hfe,23'h7fffff};	 
			6'b1_01_1_0_x : final_result = {sign,8'hff,23'h000000};	 
			6'b1_10_0_0_x : final_result = {sign,8'hff,23'h000000};	 
			6'b1_10_1_0_x : final_result = {sign,8'hfe,23'h7fffff};	 
			6'b1_11_x_0_x : final_result = {sign,8'hfe,23'h7fffff};	 
			6'b0_xx_x_0_0 : final_result = {sign,exponent,fraction};	 
			6'bx_xx_x_1_x : final_result = {1'b1,8'hff,inf_nan_frac};	 
			6'bx_xx_x_0_1 : final_result = {sign,8'hff,inf_nan_frac};	 
			default       : final_result = {sign,8'h00,23'h000000};  
		endcase
	endfunction
endmodule
==> impl_metrics.tcl <==
# flow metrics
set metrics [dict create \
    post-place-ws_ps 16710 \
    drt-total-wl_mm 26.8 \
    path_class "in -> out" \
    drv_cap 0 \
    synth_area_per_cell_sq_um 7.04 \
    grt_max_degree 48 \
    total_power_mw 0.0857 \
    grt_setup_unrepaired "no" \
    vias_per_cell 6.91 \
    power_frac_seq 0 \
    hold_buffers 0 \
    period_used_share 0.620 \
    ys_sh_aoi 0.409 \
    cp.arrival_ps 18260 \
    synth_cell_types 95 \
    place.detailed.hpwl_mm 20.1 \
    grt_pass1_vias 7087 \
    period_minus_slack_ps 26960 \
    drive_gt1_frac 0.145 \
    p_leak_nw 2.55 \
    cp_max_fo 27 \
    rows 45 \
    grt_first_pass_wirelength_mm 40.9 \
    clock_power_share 0 \
    postSynthSeqShare 0 \
    worstMarginPinSlew_ps 885 \
    port-buffer-count 96 \
    placed_cell_area_sq_um 7340 \
    fin_cells 1147 \
    p_per_area_nw_per_um2 11.7 \
    num-fill-cells 1583 \
    final_cell_area_sq_um 7340 \
    ys_sh_adder 0.0250 \
    ff_count 0 \
    n_antenna_cell 0 \
    end_kind "primary output" \
    synth_area_sq_um 6320 \
    grt_overflow 0 \
    yosysWarnings 1 \
    synth_chip_area_sq_um 6320 \
    slew_violations 0 \
    most_common_cell "nand2_1" \
    relSlewSlack 0.410 \
    nClkBuffers 0 \
    final_util 0.479 \
    cp.required_ps 34800 \
    p_int_mw 0.0363 \
    hold_class "in -> out" \
    initialDrtViolationCount 835 \
    xor_share 0.0485 \
    ir_drop_v 0.00000580 \
    setup.worst_path.start "cal_frac[15]" \
    initCoreUtil 0.413 \
    synthTopCellsByArea "mux4_2, nand2_1, mux2i_1, o21ai_0, mux2_2" \
    crit_end "s[5]" \
    max_freq_mhz 37.1 \
    core_area_sq_um 15300 \
    hold_violations 0 \
    finalSetupTns_ps 0 \
    placed_cells 1147 \
    status "completed" \
    via_count 7921 \
    worstSetupStartpointType "input pin" \
    combPwrFrac 1.000 \
    whs_ps 18310 \
    yosysTopAreaCellShare 0.0606 \
    sw_frac_of_total 0.576 \
    worst_slack_ps 16540 \
    ys_sh_simple 0.275 \
    drc_errors 0 \
    dr.pass1.iters 5 \
    gp_congestion 1.05 \
    cts_resized 0 \
    top_logic_kind "AND-OR/OR-AND gates" \
    area_delta_synth_final_pct 16.1 \
    switching_power_mw 0.0494 \
    combGateArea_sq_um 5720 \
    grt.total_usage 0.327 \
    wire_per_inst_um 23.4 \
    io_pins 96 \
    flop_area_sq_um 0 \
    yosys-top-cells-count "nand2_1, nor2_1, clkbuf_1, o21ai_0, a21oi_1" \
    die_w_um 128 \
    yosys_cells 897 \
    setup_violations 0 \
    die_y_um 128 \
    warnings 34 \
    antenna_found_initial 0 \
    die-area_sq_um 16300 \
    synthMuxAreaShare 0.147 \
    post_cts_buffers 0 \
    drtAntennaViolNets 0 \
    synthCells 897 \
    top_area_cell "mux4_2" \
]
## worst min path at each step
stage         cells past startpoint   end  slack, ps             from
CTS                               4  s[2]      18320  inf_nan_frac[2]
global route                      4  s[3]      18340  inf_nan_frac[3]
finish                            4  s[4]      18310  inf_nan_frac[4]
## layout make-up
type / instances / share of cell area
Multi-Input combinational cell: 766 / 0.780
Timing Repair Buffer: 126 / 0.162
Tap cell: 211 / 0.0360
Inverter: 44 / 0.0225
## power by group through the flow
stage / Combinational [mW] / Sequential, mW / Clock, mW
5_1_grt: 0.0917 / 0 / 0
4_1_cts: 0.0839 / 0 / 0
6_report: 0.0857 / 0 / 0
## cells in the final DEF (no fill, tap or decap), types with 8 or more instances in the layout
master	instances
xnor2_1	20
nand2b_1	8
a21oi_1	45
a221oi_1	10
o21ai_0	52
o211ai_1	25
mux2_2	22
o221ai_2	10
or2_2	9
nand2_1	92
a22oi_1	12
a31oi_1	14
a211oi_1	19
and3_1	14
buf_4	30
mux2i_1	30
nor4_1	17
nor2_1	61
nand3_1	37
a32oi_1	8
nand4_1	14
inv_1	42
mux4_2	17
o31ai_1	11
xor2_1	14
clkdlybuf4s50_1	96
ha_1	11
nor3_1	23
## critical path: stages
cell	delay (ps)
clkdlybuf4s50_1	760
or4_4	810
nor4_4	580
a221oi_1	250
o311a_1	410
o21ai_4	620
inv_2	380
ha_1	310
inv_1	70
fa_1	190
a21oi_1	100
o211ai_1	260
a21boi_0	290
a31oi_2	760
a221oi_1	100
a21oi_1	160
mux2_2	180
o21ai_0	70
a21oi_1	160
ha_1	180
ha_1	180
and3_1	310
nand3_4	160
or4_4	550
o211ai_1	200
nand4_1	660
o211ai_1	320
clkdlybuf4s50_1	500
## logic make-up (layout without fill, tap and decap cells)
| logic type | count (synthesis) | after routing |
|---|---|---|
| xor+xnor | 35 | 35 |
| mux | 69 | 69 |
| fa+ha+maj | 12 | 12 |
| buf+inv | 131 | 170 |
| compound gates | 325 | 325 |
| simple gates | 325 | 325 |
## per-layer routing
| layer | up-vias | global-route usage | wire [um] |
|---|---|---|---|
| met4 | 0 | 0.111 | 1180 |
| met2 | 461 | 0.518 | 12100 |
| met5 | - | 0 | 0 |
| met3 | 103 | 0.0497 | 2540 |
| li1 | 3625 | - | - |
| met1 | 3732 | 0.459 | 10900 |
Power figures rest on the tool's default switching activity, not on a simulated workload.
